`/design/flow/design.v`:
```
`timescale 1ns / 1ps
module feq(
  input wire [31:0] x1,
  input wire [31:0] x2,
  output wire y);
  wire [1:0] state1;
  assign state1 = (x1[30:23]==8'd0) ? 2'd1 :
                  (x1[31]==1'b0)    ? 2'd2 :
                  2'd0 ; 
  wire [1:0] state2;
  assign state2 = (x2[30:23]==8'd0) ? 2'd1 :
                  (x2[31]==1'b0)    ? 2'd2 :
                  2'd0 ;                 
  assign y = (state1 > state2) ? 0 :
             (state2 > state1) ? 0 :
             (state1 == 2'd1 ) ? 1 :
             x1[30:0] == x2[30:0] ;
endmodule    
```
`/design/flow/run.sh`:
```
#!/bin/bash
# OpenROAD 26Q1-2900-gdf79404cd8, Yosys 0.63+post, stock flow scripts
make -C /OpenROAD-flow-scripts/flow DESIGN_CONFIG=/design/flow/config.mk WORK_HOME=/design/flow/orfs finish
```
`/design/flow/config.mk`:
```
export PLATFORM = sky130hd
export DESIGN_NAME = feq
export DESIGN_NICKNAME = feq
export VERILOG_FILES = /design/flow/design.v
export SDC_FILE = /design/flow/constraint.sdc
export NUM_CORES = 4
export LEC_CHECK = 1
export CORE_AREA = 10 10 75 75
export DIE_AREA = 0 0 85 85
```
`/design/flow/constraint.sdc`:
```
current_design feq

set clk_period 1.9
set clk_io_pct 0.2

create_clock -name clk0 -period $clk_period

set non_clock_inputs [all_inputs -no_clocks]
set_input_delay [expr $clk_period * $clk_io_pct] -clock clk0 $non_clock_inputs
set_output_delay [expr $clk_period * $clk_io_pct] -clock clk0 [all_outputs]
```
==> results.yml <==
# synthesis and place-and-route metrics
final_layout:
  nClkBuffers: 0
  drive_above_1_share: 0.450
  ff_count: 0
  postLayoutCellArea_mm2: 0.00120
  nFillCells: 429
  register_area_um2: 0
  area_growth_pct: 174
route:
  ant_nets: 0
  diodes: 0
  dr.pass1.iters: 2
  drc: 0
  post_drt_via_cell_ratio: 3.70
  num_vias: 662
  wire_per_inst_um: 13.5
  wirelength_mm: 2.41
  dr.first_iter.drc_count: 6
job:
  max_cap_violations: 0
  warning_count: 34
critical_path:
  endpoint_kind: "primary output"
  worstPathRequired_ns: 1.52
  crit_path_start: "x2[28]"
  critical_path.startpoint_type: "primary input"
  worstSetupPathType: "in2out"
  worst-path-max-fanout: 2
  arrival_ns: 1.56
placement:
  dp_hpwl_mm: 2.22
  io_buffers: 65
  placed_area_mm2: 0.00120
  gp_congestion: 0.732
floorplanning:
  ios: 65
  die_y_um: 85
  core_mm2: 0.00406
  initial_core_util: 0.108
  fp-row-count: 23
  die_w_um: 85
  dieArea_mm2: 0.00723
logic_synthesis:
  top_cells_by_count: "20 x xnor2_1, 10 x xor2_1, 7 x nor4_1, 6 x nand4_1"
  synth_top_area_share: 0.401
  top_area_cell: "xnor2_1"
  synthMostInstantiatedCell: "xnor2_1"
  synth_seq_share: 0
  yosys_area_um2: 437
  syn_area_um2: 437
  synth_cells: 55
  synth.avg_cell_area_um2: 7.94
  ys_types: 12
  yosys_warnings: 0
  area_leaders: "xnor2_1 40%, xor2_1 20%, nor4_1 10%"
  ys_cells: 55
global_routing:
  grt_usage: 0.0618
  antenna_found_initial: 0
  gr-total-overflow: 0
  grt_pass1_wl_mm: 3.73
  first_global_vias: 774
  grt_max_degree: 4
power_and_ir_drop:
  leakagePower_nw: 0.513
  ir_drop_uv: 36.9
  power.density_mw_per_mm2: 174
  total_power_w: 0.000208
final_timing:
  finalMaxSlewViolations: 0
  finalHoldViolCount: 0
  period_needed_ns: 1.94
  tightest_slew_ns: 0.238
  rsz0062_at_grt: "yes"
  timing.fmax_mhz: 516
  finalSetupViolations: 1
  timing.final.ws_setup_ns: -0.0361
  maxSlewHeadroom: 0.840
  min_period_over_period: 1.02
worst_hold_path:
  min_from: "x1[29]"
  hold_class: "in2out"
outcome:
  violations: "setup timing"
  status: "finished, violations left"
clock_tree:
  postCtsHoldBufs: 0
-- power by group --
group / internal (W) / switching (W) / total [W] / leakage (nW)
Combinational: 0.000134 / 0.0000745 / 0.000208 / 0.513
Sequential: 0 / 0 / 0 / 0
Clock: 0 / 0 / 0 / 0
-- final cells by class --
class,instances,area (um2),share of cell area
Inverter,2,7.51,0.00627
Timing Repair Buffer,74,597,0.498
Tap cell,50,62.6,0.0522
Multi-Input combinational cell,53,531,0.443
-- critical path, cell delays in order --
cell,delay [ns]
buf_8,0.10
nor4_4,0.27
buf_4,0.16
nand2_2,0.06
ha_4,0.25
o211ai_1,0.10
a21oi_2,0.12
buf_2,0.11
-- per-stage QoR --
| stage | cells | worst slack [ns] | util | TNS, ns | hold WS, ns |
|---|---|---|---|---|---|
| floorplan | 55 | 0.298 | - | 0 | 0.900 |
| global placement | 177 | -0.871 | 0.296 | -0.871 | 1.91 |
| detailed placement | 177 | -0.864 | 0.296 | -0.864 | 1.91 |
| CTS | 179 | -0.0365 | 0.296 | -0.0365 | 1.32 |
| global route | 179 | -0.146 | 0.295 | -0.146 | 1.35 |
| finish | 179 | -0.0361 | 0.295 | -0.0361 | 1.29 |
-- cell usage in the layout, fill, tap and decap left out, types with 3 or more instances in the layout --
master	instances
dlygate4sd2_1	13
nand4_1	6
clkbuf_2	5
buf_2	20
clkdlybuf4s15_1	16
xnor2_1	17
buf_4	8
xor2_1	10
nor4_2	4
buf_6	6
xnor2_2	3
-- logic make-up after synthesis --
kind of cell / after synthesis / share of synthesized area
buffers and inverters: 2 / 0.0172
AOI/OAI and AO/OA: 3 / 0.0401
adders and majority gates: 2 / 0.0573
xor gates and xnor gates: 31 / 0.639
and+or+nand+nor: 17 / 0.246
-- path summary, 6_finish.rpt --
path	to	cells past startpoint	slack, ns
worst max-delay path	y	8	-0.04
worst min-delay path	y	6	1.29
-- timing repair --
item / CTS / global route
resized: 173 / 17
setup endpoints to repair: 1 / 1
gates cloned: 0 / 0
setup buffers: 2 / 0
pin swaps: 42 / 10
-- per-layer routing --
metal / track usage / up-vias / wire length (um)
met5: 0 / - / 0
met4: 0 / 0 / 0
met3: 0.0116 / 0 / 148
met2: 0.122 / 24 / 1320
met1: 0.0696 / 293 / 941
li1: - / 345 / -
Power and IR drop assume default switching activity.
