`/design/flow/config.mk`:
```
export PLATFORM = sky130hd
export DESIGN_NAME = fmul
export DESIGN_NICKNAME = fmul
export VERILOG_FILES = /design/flow/design.v
export SDC_FILE = /design/flow/constraint.sdc
export NUM_CORES = 4
export LEC_CHECK = 1
export CORE_UTILIZATION = 50
```
`/design/flow/constraint.sdc`:
```
current_design fmul

set clk_period 18.0
set clk_io_pct 0.2

create_clock -name clk0 -period $clk_period

set non_clock_inputs [all_inputs -no_clocks]
set_input_delay [expr $clk_period * $clk_io_pct] -clock clk0 $non_clock_inputs
set_output_delay [expr $clk_period * $clk_io_pct] -clock clk0 [all_outputs]
```
`/design/flow/design.v`:
```
`timescale 1ns / 1ps
module fmul(
  input wire [31:0] x1,
  input wire [31:0] x2,
  output wire [31:0] y);
  wire s1;
  wire s2;
  wire [7:0] e1;
  wire [7:0] e2;
  wire [22:0] m1;  
  wire [22:0] m2;
  assign {s1, e1, m1}=x1;
  assign {s2, e2, m2}=x2;
  wire zero1;
  assign zero1=(e1==0)||(e2==0) ;
  wire sy;
  assign sy = s1 ^ s2;
  wire [9:0] eadd;
  assign eadd={2'b00, e1}+{2'b00, e2};
  wire j1;
  assign j1=|(eadd[9:7]);    
  wire j2;
  assign j2=&(eadd[6:0]);
  wire [9:0] eout;
  assign eout = (j1||j2) ? eadd-127 : 0;   
  wire zero2;
  assign zero2= (j1==0) && (j2==0) ;    
  wire zero_flag; 
  assign zero_flag= zero1||zero2 ;
  wire [24:0] m1a;
  wire [24:0] m2a;    
  assign m1a={2'b01, m1};
  assign m2a={2'b01, m2};
  wire [48:0] mmul;
  assign mmul=m1a*m2a;
  wire rise;
  assign rise=mmul[47];
  wire [22:0] mout;
  assign mout= rise? mmul[46:24] : mmul[45:23];
  wire [7:0] eouti;
  assign eouti = eout[7:0]+ 8'b01; 
  wire [7:0] ey;
  assign ey=zero_flag ? 8'b0: (rise ? eouti : eout[7:0]);
  wire [22:0] my;
  assign my=zero_flag ? 23'b0: mout;
  assign y ={sy, ey, my};    
endmodule   
```
`/design/flow/run.sh`:
```
#!/bin/bash
# OpenROAD 26Q1-2900-gdf79404cd8, Yosys 0.63+post, stock flow scripts
make -C /OpenROAD-flow-scripts/flow DESIGN_CONFIG=/design/flow/config.mk WORK_HOME=/design/flow/orfs finish
```
==> impl_summary.log <==
[metrics] run summary
INFO  metric hold_ws = roughly 8 ns
INFO  metric critical_path_peak_fanout = 16
INFO  metric grt_max_degree = 25
INFO  metric post_detailed_route_count_of_antenna_violating_nets = 0
INFO  metric ys_top_cells_by_area = fa_1 (49%), ha_1 (11%), inv_1 (11%)
INFO  metric rsz0062_at_grt = no
INFO  metric yosys.area.top_type = fa_1
INFO  metric synth_warnings = 0
INFO  metric wire_per_inst = approximately 19 um
INFO  metric final_cells = roughly 2900
INFO  metric port_buffers = roughly 96
INFO  metric synth_dominant_cell_count = inv_1
INFO  metric floorplan.io_pins = 96
INFO  metric first_global_vias = roughly 16000
INFO  metric floorplan.core_util = about 51%
INFO  metric ctsResizeCount = 0
INFO  metric global_route.usage.total = between 30 and 40%
INFO  metric hp-start = x1[31]
INFO  metric first_pass_grt_wire_length = 88200 um
INFO  metric fill_cells = approximately 3500
INFO  metric finalMaxSlewViolations = 0
INFO  metric synth_stat.cells = 2324
INFO  metric sequential_standard_cell_area = 0 sq um
INFO  metric cts_post_setup_buffers_inserted = 0
INFO  metric synth.lib_cells_used.distinct = about 67
INFO  metric postSynthAreaPerCell = 8.55 sq um
INFO  metric synthesized_netlist_cell_count = about 2300
INFO  metric cp_num_buf_inv = 10
INFO  metric synth-area-yosys = slightly below 20000 sq um
INFO  metric drcViolationCount = 0
INFO  metric die_height = approximately 200 um
INFO  metric fp.dieW = ~200 um
INFO  metric drive_above_1_share = about 2.7%
INFO  metric fp.coreArea = around 40000 sq um
INFO  metric timing.final.crit_period = between 15 and 20 ns
INFO  metric min_path_cells = 3
INFO  metric detail_route.first_pass.iterations = 5
INFO  metric final_min_period_over_clock_period = 89.5%
INFO  metric globalRouteOverflowTotal = 0
INFO  metric seq_cells = 0
INFO  metric detail_route.vias_per_cell = 5.32
INFO  metric finalHoldViolCount = 0
INFO  metric fmax = between 60 and 70 MHz
INFO  metric crit_path_leading_delay_family = adder cells
INFO  metric globalplace.congestion = roughly 0.97
INFO  metric setup.worst_path.end_class = primary output
INFO  metric crit_path_max_incr_delay = roughly 1 ns
INFO  metric common_cells = inv_1 (594), fa_1 (482), nand2_1 (310), and2_1 (241), ha_1 (179)
INFO  metric dp.final_hpwl = ~43000 um
INFO  metric clock_buffer_count = 0
INFO  metric max-cap-violations = 0
INFO  metric synth_area = slightly below 20000 sq um
INFO  metric setup-violations-final = 0
INFO  metric start_kind = input port
INFO  metric top_cell_area_share = between 40% and 50%
INFO  metric cp.required = ~14 ns
INFO  metric first_iter_violations = 559
INFO  metric route.vias.total = roughly 15000
INFO  metric number_of_diodes_added_for_antenna_fixing = 0
INFO  metric tightestPinTransition = roughly 0.84 ns
INFO  metric criticalPathCategory = input port to primary output
INFO  metric total_negative_slack = 0 ns
INFO  metric synthToLayoutAreaGrowth = 7.62%
INFO  metric cpMostUsedCell = fa_1
INFO  metric crit_start = x2[8]
INFO  metric synth-seq-area-share = 0%
INFO  metric finish.utilization = a little over half
INFO  metric core.rowCount = around 72
INFO  metric initial_antenna_violation_count = 0
INFO  metric crit_slowest_cell = clkdlybuf4s50_1
INFO  metric routed_wl = between 50000 and 60000 um
INFO  metric max-slew-margin-rel = approximately 44%
INFO  metric openroad.warnings = 33
INFO  metric cts_hold_fix_bufs = 0
INFO  metric design.die.area = 40500 sq um
INFO  metric critical_path_cell_count = 28
INFO  metric min_delay_worst_type = input port to primary output
INFO  metric worst-endpoint-arrival = 12.52 ns
INFO  metric status = finished, final reports clean
INFO  metric end_of_the_worst_hold_path = y[31]
INFO  metric place.detailed.instances = around 2900
routing by layer:
| metal | global-route usage (%) | vias up | routed length, um |
|---|---|---|---|
| met1 | 42.5 | 7678 | 21100 |
| met5 | 0.357 | - | 0 |
| met4 | 5.41 | 0 | 1280 |
| li1 | - | 6933 | - |
| met2 | 48.3 | 603 | 26900 |
| met3 | 10.7 | 83 | 5210 |
worst max path at each step:
stage / end / slack, ns
CTS: y[13] / 1.91
global route: y[13] / 1.50
finish: y[13] / 1.88
cell families (layout without fill, tap and decap cells):
group	after synthesis	count (layout)	share of synthesized area, %
AND-OR/OR-AND	192	192	6.47
multiplexers	15	15	0.793
XOR/XNOR	34	34	1.50
AND/OR/NAND/NOR	717	717	17.9
buffers and inverters	705	739	13.5
adder cells (fa/ha/maj)	661	661	59.8
cells in the final DEF (no fill, tap or decap), drive strengths merged, types with 26 or more instances in the layout:
cell             n
and2           242
fa             482
nor2            60
clkdlybuf4s50   96
a21oi           58
inv            594
a21o            26
nand2          310
buf             47
ha             179
o21ai           39
worst min-delay path, stage by stage:
cell and delay [ns]:
clkdlybuf4s50_1 0.47, xor2_1 0.07, clkdlybuf4s50_1 0.40
per-stage QoR:
step | setup slack [ns] | instance area, sq um
finish | 1.88 | 21400
global route | 1.50 | 21400
CTS | 1.91 | 21400
detailed placement | 1.92 | 21400
global placement | 2.06 | 21400
floorplan | 4.17 | 19900
cell type report:
class / instances / area [sq um] / area share [%]
inverters: 596 / 2240 / 10.5
multi-input cells: 1619 / 17200 / 80.4
repair buffers: 143 / 1310 / 6.14
well taps: 518 / 648 / 3.03
