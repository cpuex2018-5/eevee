--- design/flow/design.v ---
`timescale 1ns / 1ps
module fless(
  input wire [31:0] x1,
  input wire [31:0] x2,
  output wire y);
  wire s1;
  wire s2;
  assign s1=x1[31];
  assign s2=x2[31];
  wire [1:0] state;
  assign state = (s1==1 && s2==0) ? 2'b00 : 
                 (s1==0 && s2==1) ? 2'b01 :
                 (s1==0 && s2==0) ? 2'b10 :
                 2'b11 ;
  assign y = (state==2'b00) ? 1 : 
             (state==2'b01) ? 0 :
             (state==2'b10) ? (x1[30:0] < x2[30:0]) :
              (x2[30:0] < x1[30:0]) ;
endmodule   
--- design/flow/run.sh ---
#!/bin/bash
# OpenROAD 26Q1-2900-gdf79404cd8, Yosys 0.63+post, stock flow scripts
make -C /OpenROAD-flow-scripts/flow DESIGN_CONFIG=/design/flow/config.mk WORK_HOME=/design/flow/orfs finish
--- design/flow/config.mk ---
export PLATFORM = sky130hd
export DESIGN_NAME = fless
export DESIGN_NICKNAME = fless
export VERILOG_FILES = /design/flow/design.v
export SDC_FILE = /design/flow/constraint.sdc
export NUM_CORES = 4
export LEC_CHECK = 1
export CORE_AREA = 10 10 93 93
export DIE_AREA = 0 0 103 103
--- design/flow/constraint.sdc ---
current_design fless

set clk_period 4.2
set clk_io_pct 0.2

create_clock -name clk0 -period $clk_period

set non_clock_inputs [all_inputs -no_clocks]
set_input_delay [expr $clk_period * $clk_io_pct] -clock clk0 $non_clock_inputs
set_output_delay [expr $clk_period * $clk_io_pct] -clock clk0 [all_outputs]
==> results.tsv <==
stage	metric	value	unit
cts	post_cts_buffers	0	
logic_synthesis	top_cells_by_area	ha_1 47%, inv_1 15%, a21oi_1 5.2%	
logic_synthesis	synth_cell_types	25	
pwr	power.share.clock	0	
status	run_status	finished clean	
logic_synthesis	ys_seq_frac	0	
sta	finalSetupViolations	0	
cts	post_cts_resized	0	
sta	whs	2.52	ns
logic_synthesis	synth_area	875	um^2
pwr	switching_share	0.364	
sta	slew_headroom	0.725	
logic_synthesis	netlist_instances	120	
drt	vias	1001	
pwr	combPwrFrac	1.000	
floorplanning	chipArea	10600	um^2
global_routing	grt_pass1_wl	4.31	mm
pwr	power.total	0.136	mW
layout	area_growth	86.1	%
sta	fmax	0.267	GHz
floorplanning	io_pins	65	
global_routing	grt_pass1_vias	960	
logic_synthesis	most_common_cell	inv_1	
worst_setup_path	worstPathRequired	3.36	ns
pwr	leakage	0.794	nW
sta	fin_crit	3.74	ns
logic_synthesis	avgSynthCellArea	7.29	um^2
layout	seq_cell_count	0	
drt	routed_via_density	3.78	
layout	seqCellArea	0	um^2
drt	wl	2.75	mm
global_routing	grtUsageTotal	0.0486	
pwr	internal_power	0.0861	mW
drt	post_drt_wl_per_cell	10.4	um
drt	first_pass_iters	4	
global_routing	gr-usage-met3	0.0129	
sta	worst_pin_slew	0.409	ns
floorplanning	die_w	103	um
drt	ant_nets	0	
drt	drc_errors	0	
logic_synthesis	yosysTopAreaCell	ha_1	
worst_setup_path	cp-end-kind	primary output	
logic_synthesis	top_cells_by_count	34 x inv_1, 33 x ha_1, 9 x a21oi_1	
worst_setup_path	cp_max_fo	2	
hold_path	min_path_type	input pin to primary output	
drt	detail_route.iter0.violations	18	
floorplanning	initCoreUtil	0.129	
placement	numPortBuffers	65	
worst_setup_path	cp-start-kind	input pin	
floorplanning	core	6760	um^2
pwr	power_density	83.2	nW/um^2
layout	clock_buffers	0	
worst_setup_path	cp.arrival	2.90	ns
drt	antennaDiodeCount	0	
pwr	seqPwrFrac	0	
cts	postCtsHoldBufs	0	
global_routing	grt_max_degree	4	
global_routing	use_met1	0.0648	
logic_synthesis	synth-area-yosys	875	um^2
global_routing	grt-ovfl-total	0	
sta	fin_crit_sh	0.891	
job	drv_cap	0	
sta	slew_viol_final	0	
logic_synthesis	top_area_frac	0.472	
sta	rsz0062_at_grt	no	
global_routing	top_usage_layer	met2	
placement	place_hpwl	2.67	mm
job	log.warning_count	33	
global_routing	grt.met2_usage	0.0814	
sta	hold_viol_final	0	
placement	placed_area	1630	um^2
sta	fin_setup_tns	0	ns
global_routing	antenna_found_initial	0	
floorplanning	rows	30	
logic_synthesis	yosysWarningCount	0	
worst_setup_path	criticalPathCategory	input pin to primary output	
layout	design_area	1630	um^2
layout	drive_gt1_frac	0.0378	
layout	fillers	717	
pwr	vdd_drop_max	0.0267	mV
placement	place_congestion	0.719	
pwr	power.switching	0.0494	mW
logic_synthesis	yosys-stat-cells	120	
floorplanning	die_y	103	um
[metal layers]
layer | vias to the layer above | part of all wire
met1 | 416 | 0.44
met4 | 0 | 0
met5 | - | 0
met3 | 0 | 0.097
met2 | 37 | 0.46
li1 | 548 | -
[worst paths after layout]
kind	startpoint	endpoint	slack, ns	depth (start not counted)
worst max-delay path	x2[4]	y	0.46	10
worst min-delay path	x2[31]	y	2.52	6
[power groups by stage]
stage,Sequential (mW),Combinational (mW),Clock [mW]
5_1_grt,0,0.155,0
4_1_cts,0,0.139,0
6_report,0,0.136,0
[cell families (layout without fill, tap and decap cells)]
group                    Yosys count  count (layout)  share of synthesized area
AND/OR/NAND/NOR                   26              26                      0.173
AND-OR/OR-AND                     27              27                      0.209
buffers and inverters             34              99                      0.146
adder cells (fa/ha/maj)           33              33                      0.472
[stage by stage]
step,setup slack [ns],util,instances
2_1_floorplan,1.25,-,120
3_3_place_gp,0.149,0.241,265
3_5_place_dp,0.128,0.241,265
4_1_cts,0.123,0.241,265
5_1_grt,0.246,0.241,265
6_report,0.457,0.241,265
[cell usage in the layout, fill, tap and decap left out, drive strengths merged]
cell	instances
a31oi	2
clkdlybuf4s50	64
nor3	1
o31ai	1
o21ai	6
nor4	2
nand2	8
a211oi	2
inv	34
a21o	1
o211ai	2
a221oi	1
nor2	3
ha	33
nand2b	1
a21oi	11
dlymetal6s2s	1
nand4	4
or3b	1
nand3	5
nand3b	1
o21bai	1
[critical path: stages]
cell and delay [ns]:
clkdlybuf4s50_1 0.45, inv_1 0.04, ha_1 0.30, a211oi_2 0.22
nor2_1 0.08, o31ai_2 0.29, a31oi_1 0.14, or3b_1 0.35
nand3_1 0.08, dlymetal6s2s_1 0.11
[final cells by class]
type / instances / area, um^2 / area share
multi-input cells: 86 / 747 / 0.459
well taps: 80 / 100 / 0.0615
repair buffers: 65 / 653 / 0.401
inverters: 34 / 128 / 0.0784
Power figures rest on the tool's default switching activity, not on a simulated workload.
