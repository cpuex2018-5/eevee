**design/flow/config.mk**
```make
export PLATFORM = sky130hd
export DESIGN_NAME = fle
export DESIGN_NICKNAME = fle
export VERILOG_FILES = /design/flow/design.v
export SDC_FILE = /design/flow/constraint.sdc
export NUM_CORES = 4
export LEC_CHECK = 1
export CORE_AREA = 10 10 78 78
export DIE_AREA = 0 0 88 88
```
**design/flow/run.sh**
```bash
#!/bin/bash
# OpenROAD 26Q1-2900-gdf79404cd8, Yosys 0.63+post, stock flow scripts
make -C /OpenROAD-flow-scripts/flow DESIGN_CONFIG=/design/flow/config.mk WORK_HOME=/design/flow/orfs finish
```
**design/flow/constraint.sdc**
```tcl
current_design fle

set clk_period 3.2
set clk_io_pct 0.2

create_clock -name clk0 -period $clk_period

set non_clock_inputs [all_inputs -no_clocks]
set_input_delay [expr $clk_period * $clk_io_pct] -clock clk0 $non_clock_inputs
set_output_delay [expr $clk_period * $clk_io_pct] -clock clk0 [all_outputs]
```
**design/flow/design.v**
```verilog
`timescale 1ns / 1ps
module fle(
  input wire [31:0] x1,
  input wire [31:0] x2,
  output wire y);
  wire [1:0] state1;
  assign state1 = (x1[30:23]==8'd0) ? 2'd1 :
                  (x1[31]==1'b0)    ? 2'd2 :
                  2'd0 ; 
  wire [1:0] state2;
  assign state2 = (x2[30:23]==8'd0) ? 2'd1 :
                  (x2[31]==1'b0)    ? 2'd2 :
                  2'd0 ;                 
  assign y = (state1 > state2) ? 0 :
             (state2 > state1) ? 1 :
             (state1 == 2'd2 ) ? (x1[30:0] <= x2[30:0]) :
             (state1 == 2'd1 ) ? 1 :
             x2[30:0] <= x1[30:0] ;
endmodule    
```
==> impl_metrics.ini <==
; yosys + openroad results
[synth]
share_of_synthesized_cell_area_in_and_or_nand_and_nor_gates = 0.2082
yosys_warnings = 0
ys_sh_adder = 0.4490
synth-xor-area-share = 0
ys_chip_area_um2 = 919.6
aoi_share = 0.1973
post_synth_mux_area_share = 0.01088
logic_family = adder cells
postSynthCellCount = 128
avgSynthCellArea_um2 = 7.185
ys_cells = 128
synth_area_um2 = 919.6
seq_area_frac_synth = 0
yosys.cell_types.count = 27

[power]
power_density_mw_per_mm2 = 106.4
power.leakage_nw = 1.130
max_vdd_drop_v = 0.00004349

[detailed_routing]
first_pass_iters = 3
antenna_viol_nets_final = 0
wirelength_met1_um = 1588
drt-wirelength-per-cell_um = 12.51
drt_wl_total_um = 3253
met3_length_um = 301
met2_length_um = 1363
drt-vias-per-instance = 4.419
route.detailed.drc = 0
route.top_layer_used = met3
detailedRoute.firstIterationViolations = 14
vias = 1149
n_antenna_cell = 0

[timing]
min_period_ps = 3079
whs_ps = 1989
finalCritPeriodShare = 0.9622
slew_viol_final = 0
final.setup.tns_ps = 0
rsz0062_at_grt = false
timing.final.hold_violations = 0
setup-violations-final = 0
maxSlewHeadroom = 0.7963
tightest_slew_ps = 302.2
max_clock_freq_mhz = 324.8

[min_path]
hold_path_class = input pin to output pin
min_delay_path_depth = 6

[place]
placed_cell_area_mm2 = 0.001748
hpwl_um = 2830
io_buffers = 65
place.gp.congestion = 0.7939
post-place-cells = 260

[worst_setup_path]
timing.critical_path.fanout_max = 2
worst-path-buf-inv = 2
worstSetupPathType = input pin to output pin
worst-endpoint-required_ps = 2560
critical-path-slowest-cell = sky130_fd_sc_hd__or4_4
timing.critical_path.from_type = input pin
path_cells = clkdlybuf4s15_1, or4_4, nor2_4, or2_4, ha_4, o211ai_1, a21oi_2, nand4b_1, mux2i_1, nor3_2, buf_2
timing.critical_path.to_type = output pin
path_delay_family = simple AND/OR/NAND/NOR gates
data_arrival_time_of_the_critical_path_ps = 2440
critical_path_cell_count = 11
critical_path_max_stage_delay_ps = 540

[layout]
clock_buffer_count = 0
post-route-cell-area_mm2 = 0.002091
final-comb-area_mm2 = 0.001112
flops = 0
share_of_layout_cells_above_drive_strength_1 = 0.3317
layout-area-overhead-vs-synth_pct = 127.3
layout.area.seq_um2 = 0
fill_cell_total_of_the_finished_layout = 406
layout.cells.non_filler = 260

[global_route]
number_of_antenna_violations_at_the_first_check_in_global_routing = 0
globalRouteOverflowTotal = 0
global_route.usage.total = 0.08002
grt_start_max_net_pins = 4
first_global_vias = 1227
grt_first_pass_wirelength_um = 5340

[floorplanning]
num_rows = 24
die-area_mm2 = 0.007744
io_pins = 65
dieWidth_um = 88
floorplan.die.height_um = 88
fp-utilization = 0.2083
placeableCoreArea_mm2 = 0.004414

[run_status]
outcome = finished, final reports clean

[job]
warnings = 32
cap_viol_max_count = 0

[cts]
post-cts-setup-buffer-count = 0
[layout by cell type, fill, tap and decap left out, drive strengths merged, types with 2 or more instances in the layout]
cell	count
buf	16
nand2	6
nand4	7
clkdlybuf4s15	6
a211oi	2
or4	2
ha	33
nor4	4
clkdlybuf4s50	11
o211ai	2
dlymetal6s2s	25
inv	33
nand3	3
o21ai	4
nor2	6
dlygate4sd2	21
a21oi	14
nor3	2
[stage by stage]
stage               setup slack, ps  utilization   power [W]
global placement             -528.4       0.3960   0.0001966
finish                        121.1       0.4736   0.0002225
CTS                           1.108       0.4274   0.0002087
floorplan                     491.0            -  0.00008006
detailed placement           -583.2       0.3960   0.0001969
global route                  2.508       0.4736   0.0002538
[worst min-delay path, stage by stage]
cell                             delay, ps
sky130_fd_sc_hd__dlymetal6s2s_1        200
sky130_fd_sc_hd__ha_4                  160
sky130_fd_sc_hd__a221oi_2               40
sky130_fd_sc_hd__a21oi_1               150
sky130_fd_sc_hd__nor3_2                 50
sky130_fd_sc_hd__buf_2                 110
[power by group]
group	switching (W)	leakage (nW)	internal [W]
clock network	0	0	0
logic	0.0000910	1.13	0.000131
registers	0	0	0
[worst paths after layout]
kind,startpoint,to,slack (ps)
hold / removal,x2[30],y,1990
setup / recovery,x1[27],y,120
[synth_stat cells]
cell type                  count  share of area
sky130_fd_sc_hd__a211oi_2      1          0.014
sky130_fd_sc_hd__nor3_1        1         0.0054
sky130_fd_sc_hd__nand3_1       3          0.016
sky130_fd_sc_hd__nand4b_1      1         0.0095
sky130_fd_sc_hd__nor3_2        1          0.011
sky130_fd_sc_hd__inv_1        33           0.13
sky130_fd_sc_hd__nor2_1        6          0.024
sky130_fd_sc_hd__nand3b_1      1         0.0082
sky130_fd_sc_hd__o211ai_1      1         0.0082
sky130_fd_sc_hd__a221oi_1      1         0.0095
sky130_fd_sc_hd__nand2_1       6          0.024
sky130_fd_sc_hd__o211ai_2      1          0.014
sky130_fd_sc_hd__a21oi_1      14          0.076
sky130_fd_sc_hd__o41ai_2       1          0.018
sky130_fd_sc_hd__o21ai_0       4          0.022
sky130_fd_sc_hd__or4_1         1         0.0082
sky130_fd_sc_hd__o311a_1       1          0.011
sky130_fd_sc_hd__mux2i_1       1          0.011
sky130_fd_sc_hd__or2_2         1         0.0068
sky130_fd_sc_hd__nor2b_1       1         0.0068
sky130_fd_sc_hd__a22oi_1       1         0.0082
sky130_fd_sc_hd__or4_4         1          0.012
sky130_fd_sc_hd__a211o_1       1         0.0095
sky130_fd_sc_hd__nor4_1        4          0.027
sky130_fd_sc_hd__nand4_1       7          0.048
sky130_fd_sc_hd__a211oi_1      1         0.0082
sky130_fd_sc_hd__ha_1         33           0.45
[layer usage]
| metal | vias to the layer above | track usage |
|---|---|---|
| met4 | 0 | 0 |
| li1 | 620 | - |
| met2 | 39 | 0.1230 |
| met3 | 0 | 0.02993 |
| met5 | - | 0 |
| met1 | 490 | 0.1107 |
[area by class of cell]
| type | count | area share |
|---|---|---|
| inverter | 33 | 0.05925 |
| multi-input combinational | 95 | 0.5320 |
| tap | 52 | 0.03112 |
| timing repair buffer | 80 | 0.3776 |
[timing repair]
action                     4_1_cts  5_1_grt
pin swaps                       31       24
gates resized                   63       53
setup endpoints to repair        1        1
hold buffers                     0        0
[cell families after synthesis]
| logic type | after synthesis |
|---|---|
| simple gates | 34 |
| fa+ha+maj | 33 |
| buf+inv | 33 |
| compound gates | 27 |
| mux | 1 |
Power is estimated from default activity; no workload was simulated.
