**./design.v**
```verilog
`timescale 1ns / 1ps
module flt(
  input wire [31:0] x1,
  input wire [31:0] x2,
  output wire y);
  wire [1:0] state1;
  assign state1 = (x1[30:23]==8'd0) ? 2'd1 :
                  (x1[31]==1'b0)    ? 2'd2 :
                  2'd0 ; 
  wire [1:0] state2;
  assign state2 = (x2[30:23]==8'd0) ? 2'd1 :
                  (x2[31]==1'b0)    ? 2'd2 :
                  2'd0 ;                 
  assign y = (state1 > state2) ? 0 :
             (state2 > state1) ? 1 :
             (state1 == 2'd2 ) ? (x1[30:0] < x2[30:0]) :
             (state1 == 2'd1 ) ? 0 :
             x2[30:0] < x1[30:0] ;
endmodule    
```
**./run.sh**
```bash
#!/bin/bash
# OpenROAD 26Q1-2900-gdf79404cd8, Yosys 0.63+post, stock flow scripts
make -C /OpenROAD-flow-scripts/flow DESIGN_CONFIG=/design/flow/config.mk WORK_HOME=/design/flow/orfs finish
```
**./config.mk**
```make
export PLATFORM = sky130hd
export DESIGN_NAME = flt
export DESIGN_NICKNAME = flt
export VERILOG_FILES = /design/flow/design.v
export SDC_FILE = /design/flow/constraint.sdc
export NUM_CORES = 4
export LEC_CHECK = 1
export CORE_AREA = 10 10 97 97
export DIE_AREA = 0 0 107 107
```
**./constraint.sdc**
```tcl
current_design flt

set clk_period 4.7
set clk_io_pct 0.2

create_clock -name clk0 -period $clk_period

set non_clock_inputs [all_inputs -no_clocks]
set_input_delay [expr $clk_period * $clk_io_pct] -clock clk0 $non_clock_inputs
set_output_delay [expr $clk_period * $clk_io_pct] -clock clk0 [all_outputs]
```
==> run summary <==
outcome -> completed
yosys cell count -> 127
routed wl met3 -> 251 um
antenna violations before repair -> 0
worst stage delay on the critical path -> 0.56 ns
placed cell areas -> 1680 sq um
synthesized area per cell -> 7.15 sq um
largest net degree at the start of global routing -> 5
register area -> 0 sq um
cell breakdown of the critical path -> clkdlybuf4s50_1, or4_4, nor2_4, or2_2, ha_1, a21oi_1, a211oi_1, and4_1, mux2i_1, nand2_1, clkdlybuf4s50_1
Pre-antenna DRT Iters -> 3
Final Worst Setup Slack -> 0.301 ns
yosys synthesis chip area -> 908 sq um
DR vias -> 1050
placed insts -> 291
CP required -> 3.76 ns
CP max stage cell -> or4_4
hold_sp -> x1[31]
vias per inst -> 3.61
Total GRT Usage -> 5.20%
first-pass GRT wire length -> 4.95 mm
final worst path period share -> 93.6%
hpwl dp -> 2.97 mm
antenna-violating nets left -> 0
worst min-delay path category -> input pin to primary output
tool warnings -> 32
post-CTS sizing -> 0
die y size -> 107 um
grt total ovfl -> 0
M1 WL -> 1.61 mm
Worst VDD drop -> 0.0274 mV
Finished Layout Cells -> 291
Util after Layout -> 23.1%
P_leak -> 0.780 nW
post-synthesis cell area -> 908 sq um
CP max FO -> 3
DR top layer -> met3
Max-Cap Viols -> 0
fp util -> 12.5%
final non-filler cell area -> 1680 sq um
row count -> 31
Highest Clock Rate -> 0.227 GHz
Post-Route WL -> 3.06 mm
ant diodes -> 0
Total Neg Setup Slack -> 0 ns
Synth Warn # -> 0
vias in the first global route -> 1090
Synth Instances -> 127
Most common cell on crit path -> clkdlybuf4s50_1
wire length per cell -> 10.5 um
PwrDens -> 73.3 nW/um^2
Seq Cell Count -> 0
hold_buf cts -> 0
critical path's top delay family -> simple AND/OR/NAND/NOR gates
drt first-iter violations -> 17
Setup CP Type -> input pin to primary output
core area -> 7290 sq um
Startpoint Class -> input pin
max-slew violations -> 0
WHS Path Cells -> 5
Tmin final -> 4.40 ns
postcts setup bufs -> 0
Synth cell types -> 26
Slew HR -> 69.7%
Min Hold Slack -> 3.10 ns
Least-Margin Pin Slew -> 0.451 ns
GPL Wtd Cong -> 0.779
total power -> 0.123 mW
Remaining DRCs -> 0
IO Port Bufs -> 65
Layout area overhead -> 85.3%
Synth Seq Share -> 0%
final count of hold timing violations -> 0
share of cells above drive strength 1 -> 2.08%
Min-Delay Endpoint -> y
number of clock buffers in the layout -> 0
worst path bufs/invs -> 2
Die ar. -> 11400 sq um
final setup fails -> 0
die width -> 107 um
IO Count -> 65
CP endpoint kind -> primary output
DR WL met2 -> 1.20 mm
Crit path arrival time -> 3.46 ns
RSZ-0062 raised after global routing -> no
pre-CTS setup slack -> 0.273 ns
==> routing by layer <==
metal	global-route usage [%]	up-vias
met2	8.17	41
met1	7.26	421
li1	-	588
met4	0	0
met3	1.58	0
met5	0	-
==> tightest hold or removal path, stage by stage <==
cell,delay [ns]
clkdlybuf4s50_1,0.53
nor2b_1,0.08
mux2i_1,0.12
nand2_1,0.06
clkdlybuf4s50_1,0.43
==> cell usage after synthesis (2+ instances only) <==
master	instances	share of area, %
nor2_1	3	1.2
or4_4	2	2.5
inv_1	32	13
nand2_1	7	2.9
nand3_1	3	1.7
a21oi_1	16	8.8
a211oi_1	2	1.7
nand4_1	7	4.8
o21ai_0	3	1.7
ha_1	33	45
nor4_1	4	2.8
==> layout by cell type (no fill, tap or decap) <==
master	instances
nor2_1	3
a221oi_1	1
o41ai_1	1
or4_4	2
mux2i_1	1
o21a_1	1
and4_1	1
nand2_1	7
a21o_1	1
a21boi_0	1
o21ai_0	3
nand4_1	7
nand3_1	3
a211oi_1	2
a21oi_1	16
clkdlybuf4s50_1	65
o31a_1	1
nor2b_1	1
or2_2	1
inv_1	32
nor2_4	1
nand4b_1	1
nor4_1	4
ha_1	33
a2bb2oi_1	1
nand3b_1	1
nor3_1	1
==> logic make-up after synthesis <==
family | Yosys count | synth area share, %
buffers and inverters | 32 | 13.2
adder cells (fa/ha/maj) | 33 | 45.5
multiplexers | 1 | 1.10
AND-OR/OR-AND | 28 | 18.5
AND/OR/NAND/NOR | 33 | 21.8
==> cell type report <==
class | count | area (sq um)
Inverter | 32 | 120
Multi-Input combinational cell | 95 | 788
Fill cell | 832 | 5610
Tap cell | 99 | 124
Timing Repair Buffer | 65 | 651
==> power by group <==
group	switching (mW)	total (mW)	internal, mW
Sequential	0	0	0
Combinational	0.0447	0.123	0.0786
Clock	0	0	0
Total	0.0447	0.123	0.0786
==> how the worst max path moves through the flow <==
stage	startpoint	endpoint	slack, ns	cells after the start
5_1_grt	x1[23]	y	0.14	11
6_report	x1[23]	y	0.30	11
4_1_cts	x1[23]	y	0.27	11
No activity file was given, so power comes from the tool's default toggle rates.
