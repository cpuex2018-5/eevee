[flow/design.v]
`timescale 1ns / 1ps
module fadd(
  input wire [31:0] x1,
  input wire [31:0] x2,
  output wire [31:0] y);
  wire s1;
  wire s2;
  wire [7:0] e1;
  wire [7:0] e2;
  wire [22:0] m1;  
  wire [22:0] m2;
  assign {s1, e1, m1}=x1;
  assign {s2, e2, m2}=x2; 
  wire state1;
  assign state1 = (e1==8'b0) ? 1 : 0 ;
  wire state2;
  assign state2 = (e2==8'b0) ? 1 : 0 ;
  wire [24:0] m1a;
  wire [24:0] m2a; 
  assign m1a= {2'b01, m1};  
  assign m2a= {2'b01, m2};  
  wire [7:0] e2_inv;    
  assign e2_inv=~e2;   
  wire [8:0] te; 
  assign te={1'b0, e1}+{1'b0, e2_inv};        
  wire ce;
  assign ce=te[8];  
  wire [8:0] tde;
  assign tde = ce ? {te + 9'd1} : ~te; 
  wire [4:0] de;  
  assign de = (tde[7:0] > 8'd31) ? 31 : tde[4:0] ;
  wire sel; 
  assign sel = (de==0) ? ((m1a > m2a) ? 0 : 1) : ~ce; 
  wire same_abs;
  assign same_abs = ((de==0) && (m1a==m2a)) ? 1 : 0;
  wire [24:0] ms;
  wire [24:0] mi;   
  wire [7:0] es;
  wire  ss;
  assign ms = (sel==0) ? m1a : m2a ;
  assign mi = (sel==0) ? m2a : m1a ;
  assign es = (sel==0) ? e1 : e2 ;
  assign ss = (sel==0) ? s1 : s2 ;
  wire [55:0] mie;
  assign mie={mi, 31'b0};
  wire [55:0] mia;  
  assign mia=mie>>de; 
  wire [26:0] mye; 
  assign mye = (s1==s2) ? {ms, 2'b0}+mia[55:29]  : {ms, 2'b0} - mia[55:29] ;  
  wire [7:0] eyd;    
  wire [26:0] myd;
  assign myd = (mye[26]==0) ? mye  :  (mye>>1)  ;  
  assign eyd = (mye[26]==0) ? es   :  es+8'd1 ;  
  wire [4:0] se;    
  assign se = (myd[25] == 1) ? 0 :
              (myd[24] == 1) ? 1 :
              (myd[23] == 1) ? 2 :
              (myd[22] == 1) ? 3 :
              (myd[21] == 1) ? 4 :
              (myd[20] == 1) ? 5 :
              (myd[19] == 1) ? 6 :              
              (myd[18] == 1) ? 7 :
              (myd[17] == 1) ? 8 :
              (myd[16] == 1) ? 9 :
              (myd[15] == 1) ? 10 :
              (myd[14] == 1) ? 11 :
              (myd[13] == 1) ? 12 :
              (myd[12] == 1) ? 13 :
              (myd[11] == 1) ? 14 :
              (myd[10] == 1) ? 15 :
              (myd[9] == 1) ? 16 :              
              (myd[8] == 1) ? 17 :
              (myd[7] == 1) ? 18 :
              (myd[6] == 1) ? 19 :
              (myd[5] == 1) ? 20 :
              (myd[4] == 1) ? 21 :
              (myd[3] == 1) ? 22 :
              (myd[2] == 1) ? 23 :
              (myd[1] == 1) ? 24 :
              (myd[0] == 1) ? 25 :  26;
  wire [8:0] eyf;      
  assign eyf = {1'b0, eyd} - {4'b0, se};
  wire [7:0] eyr;    
  assign eyr = ({1'b0, eyd} > {4'b0, se}) ? eyf[7:0] : 8'b0 ;                                
  wire [7:0] ey;
  assign ey = (se==5'd26) ? 8'd0 : eyr ; 
  wire [26:0] myf;
  assign myf = ({1'b0, eyd} > {4'b0, se}) ? (myd<<se) : 27'd0 ;           
  wire [22:0] my;
  assign my = myf[24:2] ;     
  wire sy;
  assign sy = same_abs ? (s1 && s2) : ss;
  assign y = state1 ? x2 : (state2 ? x1 : {sy,ey,my}) ;
endmodule   
`timescale 1ns / 1ps
module fsub(
  input wire [31:0] x1,
  input wire [31:0] x2,
  output wire [31:0] y);
  wire s2;
  wire [30:0] em2;
  assign s2=~x2[31];
  assign em2=x2[30:0];
  fadd u1(x1,{s2,em2},y);
endmodule   
[flow/run.sh]
#!/bin/bash
# OpenROAD 26Q1-2900-gdf79404cd8, Yosys 0.63+post, stock flow scripts
make -C /OpenROAD-flow-scripts/flow DESIGN_CONFIG=/design/flow/config.mk WORK_HOME=/design/flow/orfs finish
[flow/config.mk]
export PLATFORM = sky130hd
export DESIGN_NAME = fsub
export DESIGN_NICKNAME = fsub
export VERILOG_FILES = /design/flow/design.v
export SDC_FILE = /design/flow/constraint.sdc
export NUM_CORES = 4
export LEC_CHECK = 1
export CORE_UTILIZATION = 50
[flow/constraint.sdc]
current_design fsub

set clk_period 34.2
set clk_io_pct 0.2

create_clock -name clk0 -period $clk_period

set non_clock_inputs [all_inputs -no_clocks]
set_input_delay [expr $clk_period * $clk_io_pct] -clock clk0 $non_clock_inputs
set_output_delay [expr $clk_period * $clk_io_pct] -clock clk0 [all_outputs]
==> notes.md <==
Reports from this run.

- The sequential cell area fraction in the yosys report is 0%.
- The cell repeated most along the worst path is sky130_fd_sc_hd__a21oi_1.
- The peak per-stage delay on the critical path reads about 0.67 ns.
- The OpenROAD warning count reads about 57.
- The number of distinct library cell variants in the gate-level netlist after synthesis is 96.
- Once the clock tree was built, the setup fixing pass inserted 0 buffers.
- The share of the clock period used by the worst path after layout reads 82.49%.
- The number of gates given a new drive strength after cts reads 0.
- The floorplan step records an initial core utilization of 51.78%.
- The height of the chip is around 140 um.
- Entering global routing, the biggest net connects just under 80 pins.
- The row count is 50.
- STA reports the tightest min-delay check as being of type in2out.
- The power per unit of standard cell area reads 48.88 nW/um2.
- The detailed placer's ending HPWL reads 36.16 mm.
- Compared with the post-synthesis result, the final layout area differs by 11.82%.
- The power dissipated by switching net loads reads between 0.3 and 0.4 mW.
- The flop count is 0.
- The DRC marker count from the first detailed-route iteration is approximately 1400.
- STA lists the maximum fanout along the critical path as ~45.
- The most frequently used cell type in the post-synthesis netlist reads sky130_fd_sc_hd__nand2_1.
- The number of cells in Yosys stat is about 1600.
- The area of the core region reads approximately 19000 um2.
- The post-synthesis instance area is 9814 um2.
- The first global-routing pass estimated around 67 mm of wire.
- Setup repair after global routing left no endpoint under its margin.
- The synthesis area per yosys is 9814 um2.
- After detailed placement, the design holds a cell count of ~1900.
- The flow ran to the end, and the final reports show no timing, DRC or antenna violations.
- The fraction of layout cells with a size suffix above 1 is ~5.3%.
- The number of global-route vias before repair reads about 11000.
- The mean post-synth cell area is between 6 and 7 um2.
- The detail route stage leaves a number of antenna-violating nets equal to 0.
- The setup violation total in the final timing report is 0.
- The number of top-level pins is around 96.
- The endpoint kind of the worst setup timing path reads an output pin.
- Subtracting the final worst setup slack from the clock period gives between 20 and 30 ns.
- In the global route stage, overall resource usage came out at about 44%.
- The DRC violation total left in the routed layout is recorded as 0.
- For this design, the CTS-stage hold fixing added 0 buffers.
- The worst setup path is of the in2out kind.
- The total routed wirelength reads 45.07 mm.
- The top cell type's share of synthesized area reads 11.09%.
- The detailed-route vias per instance is 6.741.
- The number of detailed-route iterations in the first pass is 5.
- Per the STA report, the cell with the highest stage delay on the worst path is sky130_fd_sc_hd__nor3_2.
- The critical path data required time is 27.36 ns.
- The switching part of the total power reads slightly above 60%.
- The number of instances in the synthesized netlist reads between 1500 and 2000.
- Summing internal, switching and leakage power gives around 0.54 mW.
- The number of cells in the finished layout apart from fillers is between 1500 and 2000.
- Per the timing report, the achievable frequency comes out to around 35 MHz.
- The nature of the critical path startpoint is an input port.
- The buffer_ports step reported a buffer count of 96.
- The arrival time of data at the worst endpoint is listed as around 21 ns.
- In the final layout, the clock buffer count is 0.
- The count of vias placed by the detailed router is 12820.
- The number of fillers in the final layout is about 1900.
- The layout report lists the combined flip-flop and latch area as 0 um2.
- By count the netlist is led by sky130_fd_sc_hd__nand2_1 (204), sky130_fd_sc_hd__nor2_1 (196), sky130_fd_sc_hd__a21oi_1 (143), sky130_fd_sc_hd__o21ai_0 (127), sky130_fd_sc_hd__inv_1 (100).
- The cell-internal power reads 0.2129 mW.
- The relative slew slack reads between 30% and 40%.
- The total negative slack reads 0 ns.
- The transition at the pin with the smallest max-transition slack is 1.018 ns.
- The main area contributors are sky130_fd_sc_hd__ha_1 (11%), sky130_fd_sc_hd__nand2_1 (7.8%), sky130_fd_sc_hd__nor2_1 (7.5%), sky130_fd_sc_hd__a21oi_1 (7.3%), sky130_fd_sc_hd__o21ai_0 (6.5%).
- The initial antenna violation count is 0.
- The maximum resistive drop on vdd reads between 0.02 and 0.025 mV.
- The static leakage power reads between 4 and 5 nW.
- The final max-slew violation count recorded for this run is 0.
- The overall chip area reads 20190 um2.
- The warning tally printed by Yosys for this design is 0.
- The final timing report lists a hold violation count of 0.
- Summed over all layers, the global routing overflow is 0.
- Per the OpenROAD floorplan log, the width of the die is about 140 um.
- The cell taking the most area after synthesis reads sky130_fd_sc_hd__ha_1.
- The average wire per cell in the routed design reads ~24 um.
- The routability congestion estimate reads 1.128.
- The count of maximum capacitance violations is 0.
## per-stage QoR
| step | util [%] | instance area, um2 | hold slack [ns] | setup WS [ns] |
|---|---|---|---|---|
| final | 57.89 | 10970 | 14.71 | 5.987 |
| after global routing | 57.88 | 10970 | 14.74 | 5.058 |
| after CTS | 57.88 | 10970 | 14.71 | 6.378 |
| after detailed placement | 57.88 | 10970 | 14.71 | 6.464 |
| after global placement | 57.88 | 10970 | 14.70 | 6.645 |
| after floorplan | - | 9814 | 13.71 | 8.850 |
## routing by layer
| metal | share of wire, % | global-route usage, % | vias up |
|---|---|---|---|
| met2 | 43 | 69.48 | 789 |
| met1 | 39 | 56.60 | 5853 |
| met3 | 12 | 10.38 | 159 |
| met5 | 0 | 0 | - |
| met4 | 6.6 | 23.83 | 0 |
| li1 | - | - | 6020 |
## path summary, 6_finish.rpt
kind	startpoint	to	slack, ns	cells past startpoint
max	x2[23]	y[13]	5.99	57
min	x2[16]	y[16]	14.71	3
## power groups by stage
stage | combinational (mW) | clock (mW) | sequential (mW)
after CTS | 0.518 | 0 | 0
after global routing | 0.572 | 0 | 0
## final cells by class
| cell class | count | area [um2] | area share (%) |
|---|---|---|---|
| antenna | 1 | 2.502 | 0.02280 |
| multi-input combinational | 1412 | 9085 | 82.78 |
| inverter | 106 | 397.9 | 3.626 |
| tap | 260 | 325.3 | 2.964 |
| timing repair buffer | 123 | 1164 | 10.60 |
## layout by cell type, fill, tap and decap left out, types with 14 or more instances in the layout
cell and instances:
sky130_fd_sc_hd__nand2_1 203, sky130_fd_sc_hd__nor2_1 195, sky130_fd_sc_hd__a21oi_1 143, sky130_fd_sc_hd__o21ai_0 126
sky130_fd_sc_hd__inv_1 100, sky130_fd_sc_hd__clkdlybuf4s50_1 96, sky130_fd_sc_hd__ha_1 87, sky130_fd_sc_hd__nand3_1 47
sky130_fd_sc_hd__mux2i_1 47, sky130_fd_sc_hd__nor3_1 33, sky130_fd_sc_hd__a211oi_1 30, sky130_fd_sc_hd__o211ai_1 29
sky130_fd_sc_hd__buf_4 27, sky130_fd_sc_hd__a21o_1 26, sky130_fd_sc_hd__xnor2_1 25, sky130_fd_sc_hd__a221oi_1 23
sky130_fd_sc_hd__nand2b_1 22, sky130_fd_sc_hd__nand4_1 21, sky130_fd_sc_hd__a31oi_1 18, sky130_fd_sc_hd__nor2b_1 16
sky130_fd_sc_hd__o21a_1 15, sky130_fd_sc_hd__xor2_1 15, sky130_fd_sc_hd__or3_1 14, sky130_fd_sc_hd__and2_1 14
## logic make-up (layout without fill, tap and decap cells)
kind of cell	after synthesis	count (layout)	synth area share (%)
compound gates	591	591	40.60
xor+xnor	42	42	4.080
fa+ha+maj	90	90	11.70
buf+inv	193	229	7.700
mux	62	62	6.540
other cells	0	1	0
simple gates	627	627	29.37
## critical path: cells and delay by family
| kind | cells | cell delay, ns |
|---|---|---|
| adders and majority gates | 6 | 2.13 |
| buffers and inverters | 9 | 2.28 |
| and+or+nand+nor | 14 | 3.15 |
| xor gates and xnor gates | 1 | 0.18 |
| AOI/OAI and AO/OA | 27 | 6.75 |
Power is estimated from default activity; no workload was simulated.
